==> /design/flow/design.v <==
module rnd2_point(
RESETN, CLK, LCD_E, LCD_RS, LCD_RW, LCD_DATA, rnd, p1, p2);
input RESETN, CLK;
input [3:0]rnd;
input [2:0]p1;
input [2:0]p2;
output LCD_E, LCD_RS, LCD_RW;
output [7:0]LCD_DATA;
wire LCD_E;
reg LCD_RS, LCD_RW;
reg [7:0]LCD_DATA;
reg [2:0]STATE;
parameter DELAY = 3'b000,	FUNCTION_SET = 3'b001,
			ENTRY_MODE = 3'b010, DISP_ONOFF = 3'b011,
			LINE1 = 3'b100, LINE2 = 3'b101,
			DELAY_T = 3'b110, CLEAR_DISP = 3'b111;
integer CNT;
always @(posedge RESETN or posedge CLK)
begin
	if(RESETN)	STATE = DELAY;
	else
		begin
			case (STATE)
				DELAY: if(CNT==70) STATE=FUNCTION_SET;
				FUNCTION_SET: if(CNT==30) STATE=DISP_ONOFF;
				DISP_ONOFF: if(CNT==30) STATE = ENTRY_MODE;
				ENTRY_MODE: if(CNT==30) STATE=LINE1;
				LINE1: if(CNT==20) STATE=LINE2;
				LINE2: if(CNT==20) STATE=DELAY_T;
				DELAY_T: if(CNT==400) STATE = CLEAR_DISP;
				CLEAR_DISP: if(CNT==200) STATE=LINE1;
				default: STATE=DELAY;
			endcase
		end
end
always @(posedge RESETN or posedge CLK)
begin
	if(RESETN) CNT = 0;
	else
		begin
			case(STATE)
				DELAY: if(CNT>=70) CNT = 0;
						else CNT = CNT+1;
				FUNCTION_SET: if(CNT>=30) CNT = 0;
									else CNT = CNT + 1;
				DISP_ONOFF: if(CNT>=30) CNT = 0;
								else CNT = CNT+1;
				ENTRY_MODE: if(CNT>=30) CNT = 0;
								else CNT = CNT+1;
				LINE1: if(CNT>=20) CNT = 0;
								else CNT = CNT+1;
				LINE2: if(CNT>=20) CNT = 0;
								else CNT = CNT+1;
				DELAY_T: if(CNT>=400) CNT = 0;
								else CNT = CNT+1;
				CLEAR_DISP: if(CNT>=200) CNT = 0;
								else CNT = CNT+1;
				default: CNT=0;
			endcase
		end
end
always @(posedge RESETN or posedge CLK)
begin
	if(RESETN) begin
		LCD_RS = 1'b1;
		LCD_RW = 1'b1;
		LCD_DATA = 8'b00000000;
		end
	else begin
		case(STATE)
			FUNCTION_SET: begin
				LCD_RS = 1'b0; LCD_RW = 1'b0;
				LCD_DATA = 8'b00111100;
				end
			DISP_ONOFF: begin
				LCD_RS = 1'b0; LCD_RW = 1'b0;
				LCD_DATA = 8'b00001100;
				end
			ENTRY_MODE: begin
				LCD_RS = 1'b0; LCD_RW = 1'b0;
				LCD_DATA = 8'b00000110;
				end
			LINE1: begin
				LCD_RW = 1'b0;
				case(CNT)
					0:begin
						LCD_RS = 1'b0; LCD_DATA = 8'b10000000;
						end
					1:begin
						LCD_RS = 1'b1; LCD_DATA = 8'b10000000;
						end
					2:begin
						LCD_RS = 1'b1; LCD_DATA = 8'b10000000;
						end
					3:begin
						LCD_RS = 1'b1; LCD_DATA = 8'b10000000;
						end
					4:begin
						LCD_RS = 1'b1; LCD_DATA = 8'b01010010;
						end
					5:begin
                    if ((rnd[3:0] == 4'b000)) begin  
                        LCD_RS = 1'b1; LCD_DATA = 8'b00110000;
							end
                    else if ((rnd[3:0] == 4'b0001)) begin  
                        LCD_RS = 1'b1; LCD_DATA = 8'b00110001;
							end
                    else if ((rnd[3:0] == 4'b0010)) begin  
                        LCD_RS = 1'b1; LCD_DATA = 8'b00110010;
							end
                    else if ((rnd[3:0] == 4'b0011)) begin  
                        LCD_RS = 1'b1; LCD_DATA = 8'b00110011;
							end
                    else if ((rnd[3:0] == 4'b0100)) begin  
                        LCD_RS = 1'b1; LCD_DATA = 8'b00110100;
							end
                    else if ((rnd[3:0] == 4'b0101)) begin  
                        LCD_RS = 1'b1; LCD_DATA = 8'b00110101;
							end							
                    else if ((rnd[3:0] == 4'b0110)) begin  
                        LCD_RS = 1'b1; LCD_DATA = 8'b00110110;
							end							
                    else if ((rnd[3:0] == 4'b0111)) begin  
                        LCD_RS = 1'b1; LCD_DATA = 8'b00110111;
							end
                    else if ((rnd[3:0] == 4'b1000)) begin  
                        LCD_RS = 1'b1; LCD_DATA = 8'b00111000;
							end
                    else if ((rnd[3:0] == 4'b1001)) begin  
                        LCD_RS = 1'b1; LCD_DATA = 8'b00111001;
							end							
                    else begin  
								LCD_RS = 1'b1; LCD_DATA = 8'b10000000;
							end
						end
					6:begin
						LCD_RS = 1'b1; LCD_DATA = 8'b00101110;
						end
					7:begin
						LCD_RS = 1'b1; LCD_DATA = 8'b10000000;
						end
					8:begin
						LCD_RS = 1'b1; LCD_DATA = 8'b00110001;
						end
					9:begin
						LCD_RS = 1'b1; LCD_DATA = 8'b01010000;
						end
					10:begin
						LCD_RS = 1'b1; LCD_DATA = 8'b10000000;
						end
					11:begin
						LCD_RS = 1'b1; LCD_DATA = 8'b00111010;
						end
					12:begin
						LCD_RS = 1'b1; LCD_DATA = 8'b10000000;
						end
					13:begin
                    if ((p1[2:0] == 3'b000)) begin  
                        LCD_RS = 1'b1; LCD_DATA = 8'b00110000;
							end
                    else if ((p1[2:0] == 3'b001)) begin  
                        LCD_RS = 1'b1; LCD_DATA = 8'b00110001;
							end
                    else if ((p1[2:0] == 3'b010)) begin  
                        LCD_RS = 1'b1; LCD_DATA = 8'b00110010;
							end
                    else if ((p1[2:0] == 3'b011)) begin  
                        LCD_RS = 1'b1; LCD_DATA = 8'b00110011;
							end
                    else if ((p1[2:0] == 3'b100)) begin  
                        LCD_RS = 1'b1; LCD_DATA = 8'b00110100;
							end
                    else if ((p1[2:0] == 3'b101)) begin  
                        LCD_RS = 1'b1; LCD_DATA = 8'b00110101;
							end													
                    else begin  
								LCD_RS = 1'b1; LCD_DATA = 8'b10000000;
							end
						end
					14:begin
						LCD_RS = 1'b1; LCD_DATA = 8'b10000000;
						end
					15:begin
						LCD_RS = 1'b1; LCD_DATA = 8'b10000000;
						end
					16:begin
						LCD_RS = 1'b1; LCD_DATA = 8'b10000000;
						end
					default:begin
						LCD_RS = 1'b1; LCD_DATA = 8'b10000000;
						end
					endcase
				end
			LINE2: begin
				LCD_RW = 1'b0;
				case(CNT)
					0:begin
						LCD_RS = 1'b0; LCD_DATA = 8'b11000000;
					end
					1:begin
						LCD_RS = 1'b1; LCD_DATA = 8'b10000000;
					end
					2:begin
						LCD_RS = 1'b1; LCD_DATA = 8'b10000000;
						end
					3:begin
						LCD_RS = 1'b1; LCD_DATA = 8'b10000000;
						end
					4:begin
						LCD_RS = 1'b1; LCD_DATA = 8'b01110110;
						end
					5:begin
						LCD_RS = 1'b1; LCD_DATA = 8'b01110011;
						end
					6:begin
						LCD_RS = 1'b1; LCD_DATA = 8'b10000000;
						end
					7:begin
						LCD_RS = 1'b1; LCD_DATA = 8'b00110010;
						end
					8:begin
						LCD_RS = 1'b1; LCD_DATA = 8'b01010000;
						end
					9:begin
						LCD_RS = 1'b1; LCD_DATA = 8'b10000000;
						end
					10:begin
						LCD_RS = 1'b1; LCD_DATA = 8'b00111010;
						end
					11:begin
						LCD_RS = 1'b1; LCD_DATA = 8'b10000000;
						end
					12:begin
                    if ((p2[2:0] == 3'b000)) begin  
                        LCD_RS = 1'b1; LCD_DATA = 8'b00110000;
							end
                    else if ((p2[2:0] == 3'b001)) begin  
                        LCD_RS = 1'b1; LCD_DATA = 8'b00110001;
							end
                    else if ((p2[2:0] == 3'b010)) begin  
                        LCD_RS = 1'b1; LCD_DATA = 8'b00110010;
							end
                    else if ((p2[2:0] == 3'b011)) begin  
                        LCD_RS = 1'b1; LCD_DATA = 8'b00110011;
							end
                    else if ((p2[2:0] == 3'b100)) begin  
                        LCD_RS = 1'b1; LCD_DATA = 8'b00110100;
							end
                    else if ((p2[2:0] == 3'b101)) begin  
                        LCD_RS = 1'b1; LCD_DATA = 8'b00110101;
							end													
                    else begin  
								LCD_RS = 1'b1; LCD_DATA = 8'b10000000;
							end
						end
					13:begin
						LCD_RS = 1'b1; LCD_DATA = 8'b10000000;
						end
					14:begin
						LCD_RS = 1'b1; LCD_DATA = 8'b10000000;
						end
					15:begin
						LCD_RS = 1'b1; LCD_DATA = 8'b10000000;
						end
					16:begin
						LCD_RS = 1'b1; LCD_DATA = 8'b10000000;
						end
					default:begin
						LCD_RS = 1'b1; LCD_DATA = 8'b10000000;
						end
					endcase
				end
			DELAY_T:begin
				LCD_RS = 1'b0; LCD_RW=1'b0;
				LCD_DATA = 8'b00000010;
				end
			CLEAR_DISP:begin
				LCD_RS = 1'b0; LCD_RW=1'b0;
				LCD_DATA = 8'b00000001;
				end
			default: begin
				LCD_RS = 1'b1; LCD_RW=1'b1;
				LCD_DATA = 8'b00000000  ;
				end
			endcase
		end
	end
	assign LCD_E = CLK;
	endmodule
==> /design/flow/run.sh <==
#!/bin/bash
# OpenROAD 26Q1-2900-gdf79404cd8, Yosys 0.63+post, stock flow scripts
make -C /OpenROAD-flow-scripts/flow DESIGN_CONFIG=/design/flow/config.mk WORK_HOME=/design/flow/orfs finish
==> /design/flow/config.mk <==
export PLATFORM = sky130hd
export DESIGN_NAME = rnd2_point
export DESIGN_NICKNAME = rnd2_point
export VERILOG_FILES = /design/flow/design.v
export SDC_FILE = /design/flow/constraint.sdc
export NUM_CORES = 4
export LEC_CHECK = 1
export CORE_UTILIZATION = 40
==> /design/flow/constraint.sdc <==
current_design rnd2_point

set clk_period 3.8
set clk_io_pct 0.2

create_clock -name clk0 -period $clk_period [get_ports {CLK}]

set non_clock_inputs [all_inputs -no_clocks]
set_input_delay [expr $clk_period * $clk_io_pct] -clock clk0 $non_clock_inputs
set_output_delay [expr $clk_period * $clk_io_pct] -clock clk0 [all_outputs]
==> qor.txt <==
GPL Wtd Cong: 0.846
initial antenna violation count: 0
Flops after synth: 50
Worst-path clk slew: 0.09 ns
Final Setup Violations: 0
yosys cell count: 351
crit start category: clock port
critical path class: clock port to output port
Worst setup EP type: output port
Slew Limit Headroom: 0.484
Rows: 32
vias: 2,742
status: complete, no violations
Synth Cell Area: 3200 sq um
asr flop ratio synth: 1.00
Dominant cell area share: 0.367
Tcrit/Tclk final: 0.861
maximum VDD drop: 0.000181 V
Synth cell types: 56
Most common reg cell: dfrtp_1
largest net degree at the start of global routing: 37
number of I/O port buffers: 22
R2R Setup Slk: 0.53 ns
DRC violations left: 0
Worst-Margin Slew: 0.768 ns
die area: 8360 sq um
IO Count: 23
CORE AREA: 7730 sq um
Synth warnings: 1
Die H: 91.5 um
area grow syn2layout: 13.3%
Worst Path Buf+Inv: 3
Vias/cell: 5.88
max_cap viols: 0
fillers: 721
WP data arrival: 2.51 ns
clk_skew: 0.0118 ns
RSZ-0062 raised after global routing: false
min Tclk post-route: 3.27 ns
crit-path most repeated cell: clkbuf_8
dpl hpwl: 5080 um
cell taking the most area after synthesis: dfrtp_1
Setup TNS Final: 0 ns
Worst Path Required: 3.04 ns
worst stage delay on the critical path: 0.39 ns
Hold Vio Cnt, Final: 0
CP Max Fanout: 2
routed wire length: 7410 um
CTS tree: yes
Mapped Cells: 351
CTS resizes: 0
WL/cell: 15.9 um
DRT Pass-1 Iters: 4
OpenROAD warnings: 29
top cells by area: dfrtp_1 (37%), a211oi_1 (7.3%), xor2_1 (4.7%), nand4_1 (3.9%), nand3_1 (3.3%)
fmax: 306 MHz
Starting DRT DRC Count: 318
Hold Crit Class: flip-flop to flip-flop
cell family with most CP delay: buffers and inverters
Slew Viols, Final: 0
Post-DRT Antenna Nets: 0
hold_buf cts: 0
slowest CP cell: clkdlybuf4s50_1
die x size: 91.5 um
global-route wire length before repair: 13,000 um
Final Util: 0.469
critical path, cell by cell: clkbuf_8 > clkbuf_8 > clkdlybuf4s50_1
PD cells: 265 nW/um^2
Chip Area, Yosys: 3200 sq um
Leak: 1.44 nW
remaining global-route overflow: 0
initial core utilization: 0.414
Setup Fix Bufs, Post-CTS: 0
vias in the first global route: 2,589
sequential area share after synthesis: 0.392
Clock Latency Late Sink: 0.41 ns
flip-flops with a built-in enable: 0
ant diodes: 0
syn_area_per_cell: 9.12 sq um
layout cells sized above 1: 0.0934
GRT Util Overall: 0.198
==> report_power, final <==
group / switching (mW) / leakage (nW) / internal [mW] / total [mW]
Sequential: 0 / 0.679 / 0.532 / 0.532
Combinational: 0.0152 / 0.686 / 0.0121 / 0.0274
Clock: 0.187 / 0.0706 / 0.214 / 0.401
==> worst paths after layout <==
| path | from | to | cells after the start |
|---|---|---|---|
| worst max-delay path | CLK | LCD_E | 3 |
| worst min-delay path | STATE[0] | STATE[0] | 1 |
| worst max register to register | CNT[0] | CNT[7] | 8 |
| worst min register to register | STATE[0] | STATE[0] | 1 |
| max in group asynchronous | RESETN | CNT[1] | 3 |
| min in group asynchronous | RESETN | CNT[13] | 2 |
==> cell usage after synthesis, types with 2 or more instances <==
cell,number
a21o_1,2
nor2b_1,4
nor4_2,6
o21ai_0,9
nor4_1,6
mux2_1,3
xor2_1,17
buf_4,4
inv_1,12
a21boi_0,3
a21oi_1,6
ha_1,4
nand3_1,21
or3_1,2
buf_1,2
or4_1,3
o221a_2,2
nand4_1,20
nor2_1,14
and4_1,8
dfrtp_1,47
nor3_1,8
nand2b_1,4
o31a_1,2
a22oi_1,2
o211ai_1,2
xnor2_1,12
o21ai_1,5
and3_1,7
o2bb2ai_1,2
a31oi_1,5
a32oi_1,2
a211oi_1,31
dfstp_2,3
buf_2,6
and2_1,5
nand2_1,26
clkbuf_1,16
==> through the flow <==
step	hold WS [ns]	power [mW]	instance area (sq um)	cells	worst slack (ns)
2_1_floorplan	0.465	0.565	3200	351	1.04
3_3_place_gp	0.476	0.588	3500	455	0.644
3_5_place_dp	0.475	0.587	3500	455	0.561
4_1_cts	0.490	0.977	3630	466	0.515
5_1_grt	0.498	1.00	3630	466	0.280
6_report	0.486	0.960	3630	466	0.529
==> area by class of cell <==
cell class              count  area, sq um  area share
multi-input cells         261         1790       0.494
clock inverters             2         13.8     0.00379
clock buffers              10          124      0.0341
flip-flops and latches     50         1250       0.346
well taps                 102          128      0.0352
repair buffers             29          270      0.0745
inverters                  12         45.0      0.0124
==> logic make-up (layout without fill, tap and decap cells) <==
| logic type | Yosys count | in the layout | share of synthesized area |
|---|---|---|---|
| buf+inv | 40 | 53 | 0.0539 |
| compound gates | 84 | 84 | 0.190 |
| fa+ha+maj | 4 | 4 | 0.0156 |
| mux | 3 | 3 | 0.0106 |
| simple gates | 141 | 141 | 0.258 |
| flops | 50 | 50 | 0.392 |
| xor+xnor | 29 | 29 | 0.0794 |
==> layout by cell type (no fill, tap or decap), types with 5 or more instances in the layout <==
cell,n
dfrtp_1,47
a211oi_1,31
nand2_1,26
clkdlybuf4s50_1,22
nand3_1,21
nand4_1,20
xor2_1,17
nor2_1,14
xnor2_1,12
inv_1,11
o21ai_0,9
nor3_1,8
and4_1,8
clkbuf_8,8
buf_4,8
and3_1,7
nor4_2,6
nor4_1,6
a21oi_1,6
and2_1,5
a31oi_1,5
o21ai_1,5
==> state kept, by name, summed over array words and instances, names as in the netlist, named ones only <==
register  count
LCD_RW        1
CNT          32
LCD_DATA      8
LCD_RS        1
STATE         5
==> per-layer routing <==
metal / routed length (um) / vias up / global-route usage
li1: - / 1353 / -
met4: 127 / 0 / 0.0357
met1: 3630 / 1310 / 0.316
met5: 0 / - / 0
met2: 3260 / 69 / 0.288
met3: 393 / 10 / 0.0391
Power and IR drop assume default switching activity.
