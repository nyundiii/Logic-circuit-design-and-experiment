==> flow/design.v <==
module SB(
RESETN, CLK, LCD_E, LCD_RS, LCD_RW, LCD_DATA, S, B);
input RESETN, CLK;
input [2:0]S;
input [2:0]B;
output LCD_E, LCD_RS, LCD_RW;
output [7:0]LCD_DATA;
wire LCD_E;
reg LCD_RS, LCD_RW;
reg [7:0]LCD_DATA;
reg [2:0]STATE;
parameter DELAY = 3'b000,	FUNCTION_SET = 3'b001,
			ENTRY_MODE = 3'b010, DISP_ONOFF = 3'b011,
			LINE1 = 3'b100, LINE2 = 3'b101,
			DELAY_T = 3'b110, CLEAR_DISP = 3'b111;
integer CNT;
always @(posedge RESETN or posedge CLK)
begin
	if(RESETN)	STATE = DELAY;
	else
		begin
			case (STATE)
				DELAY: if(CNT==70) STATE=FUNCTION_SET;
				FUNCTION_SET: if(CNT==30) STATE=DISP_ONOFF;
				DISP_ONOFF: if(CNT==30) STATE = ENTRY_MODE;
				ENTRY_MODE: if(CNT==30) STATE=LINE1;
				LINE1: if(CNT==20) STATE=LINE2;
				LINE2: if(CNT==20) STATE=DELAY_T;
				DELAY_T: if(CNT==400) STATE = CLEAR_DISP;
				CLEAR_DISP: if(CNT==200) STATE=LINE1;
				default: STATE=DELAY;
			endcase
		end
end
always @(posedge RESETN or posedge CLK)
begin
	if(RESETN) CNT = 0;
	else
		begin
			case(STATE)
				DELAY: if(CNT>=70) CNT = 0;
						else CNT = CNT+1;
				FUNCTION_SET: if(CNT>=30) CNT = 0;
									else CNT = CNT + 1;
				DISP_ONOFF: if(CNT>=30) CNT = 0;
								else CNT = CNT+1;
				ENTRY_MODE: if(CNT>=30) CNT = 0;
								else CNT = CNT+1;
				LINE1: if(CNT>=20) CNT = 0;
								else CNT = CNT+1;
				LINE2: if(CNT>=20) CNT = 0;
								else CNT = CNT+1;
				DELAY_T: if(CNT>=400) CNT = 0;
								else CNT = CNT+1;
				CLEAR_DISP: if(CNT>=200) CNT = 0;
								else CNT = CNT+1;
				default: CNT=0;
			endcase
		end
end
always @(posedge RESETN or posedge CLK)
begin
	if(RESETN) begin
		LCD_RS = 1'b1;
		LCD_RW = 1'b1;
		LCD_DATA = 8'b00000000;
		end
	else begin
		case(STATE)
			FUNCTION_SET: begin
				LCD_RS = 1'b0; LCD_RW = 1'b0;
				LCD_DATA = 8'b00111100;
				end
			DISP_ONOFF: begin
				LCD_RS = 1'b0; LCD_RW = 1'b0;
				LCD_DATA = 8'b00001100;
				end
			ENTRY_MODE: begin
				LCD_RS = 1'b0; LCD_RW = 1'b0;
				LCD_DATA = 8'b00000110;
				end
			LINE1: begin
				LCD_RW = 1'b0;
				case(CNT)
					0:begin
						LCD_RS = 1'b0; LCD_DATA = 8'b10000000;
					end
					1:begin
                    if ((S[2:0] == 3'b000)) begin  
                        LCD_RS = 1'b1; LCD_DATA = 8'b00110000;
							end
                    else if ((S[2:0] == 3'b001)) begin  
                        LCD_RS = 1'b1; LCD_DATA = 8'b00110001;
							end
                    else if ((S[2:0] == 3'b010)) begin  
                        LCD_RS = 1'b1; LCD_DATA = 8'b00110010;
							end
                    else if ((S[2:0] == 3'b011)) begin  
                        LCD_RS = 1'b1; LCD_DATA = 8'b00110011;
							end
                    else begin  
                        LCD_RS = 1'b1; LCD_DATA = 8'b00110100;
							end
					end
					2:begin
						LCD_RS = 1'b1; LCD_DATA = 8'b10000000;
						end
					3:begin
						LCD_RS = 1'b1; LCD_DATA = 8'b01010011;
						end
					4:begin
						LCD_RS = 1'b1; LCD_DATA = 8'b01110100;
						end
					5:begin
						LCD_RS = 1'b1; LCD_DATA = 8'b01110010;
						end
					6:begin
						LCD_RS = 1'b1; LCD_DATA = 8'b01101001;
						end
					7:begin
						LCD_RS = 1'b1; LCD_DATA = 8'b01101011;
						end
					8:begin
						LCD_RS = 1'b1; LCD_DATA = 8'b01100101;
						end
					9:begin
						LCD_RS = 1'b1; LCD_DATA = 8'b00101100;
						end
					10:begin
						LCD_RS = 1'b1; LCD_DATA = 8'b10000000;
						end
					11:begin
                    if ((B[2:0] == 3'b000)) begin  
                        LCD_RS = 1'b1; LCD_DATA = 8'b00110000;
							end
                    else if ((B[2:0] == 3'b001)) begin  
                        LCD_RS = 1'b1; LCD_DATA = 8'b00110001;
							end
                    else if ((B[2:0] == 3'b010)) begin  
                        LCD_RS = 1'b1; LCD_DATA = 8'b00110010;
							end
                    else if ((B[2:0] == 3'b011)) begin  
                        LCD_RS = 1'b1; LCD_DATA = 8'b00110011;
							end
                    else begin  
                        LCD_RS = 1'b1; LCD_DATA = 8'b00110100;
							end
						end
					12:begin
						LCD_RS = 1'b1; LCD_DATA = 8'b10000000;
						end
					13:begin
						LCD_RS = 1'b1; LCD_DATA = 8'b01000010;
						end
					14:begin
						LCD_RS = 1'b1; LCD_DATA = 8'b01100001;
						end
					15:begin
						LCD_RS = 1'b1; LCD_DATA = 8'b01101100;
						end
					16:begin
						LCD_RS = 1'b1; LCD_DATA = 8'b01101100;
						end
					default:begin
						LCD_RS = 1'b1; LCD_DATA = 8'b10000000;
						end
					endcase
				end
			LINE2: begin
				LCD_RW = 1'b0;
				case(CNT)
					0:begin
						LCD_RS = 1'b0; LCD_DATA = 8'b11000000;
					end
					1:begin
						LCD_RS = 1'b1; LCD_DATA = 8'b10000000;
					end
					2:begin
						LCD_RS = 1'b1; LCD_DATA = 8'b10000000;
						end
					3:begin
						LCD_RS = 1'b1; LCD_DATA = 8'b10000000;
						end
					4:begin
						LCD_RS = 1'b1; LCD_DATA = 8'b10000000;
						end
					5:begin
						LCD_RS = 1'b1; LCD_DATA = 8'b10000000;
						end
					6:begin
						LCD_RS = 1'b1; LCD_DATA = 8'b10000000;
						end
					7:begin
						LCD_RS = 1'b1; LCD_DATA = 8'b10000000;
						end
					8:begin
						LCD_RS = 1'b1; LCD_DATA = 8'b10000000;
						end
					9:begin
						LCD_RS = 1'b1; LCD_DATA = 8'b10000000;
						end
					10:begin
						LCD_RS = 1'b1; LCD_DATA = 8'b10000000;
						end
					11:begin
						LCD_RS = 1'b1; LCD_DATA = 8'b10000000;
						end
					12:begin
						LCD_RS = 1'b1; LCD_DATA = 8'b10000000;
						end
					13:begin
						LCD_RS = 1'b1; LCD_DATA = 8'b10000000;
						end
					14:begin
						LCD_RS = 1'b1; LCD_DATA = 8'b10000000;
						end
					15:begin
						LCD_RS = 1'b1; LCD_DATA = 8'b10000000;
						end
					16:begin
						LCD_RS = 1'b1; LCD_DATA = 8'b10000000;
						end
					default:begin
						LCD_RS = 1'b1; LCD_DATA = 8'b10000000;
						end
					endcase
				end
			DELAY_T:begin
				LCD_RS = 1'b0; LCD_RW=1'b0;
				LCD_DATA = 8'b00000010;
				end
			CLEAR_DISP:begin
				LCD_RS = 1'b0; LCD_RW=1'b0;
				LCD_DATA = 8'b00000001;
				end
			default: begin
				LCD_RS = 1'b1; LCD_RW=1'b1;
				LCD_DATA = 8'b00000000  ;
				end
			endcase
		end
	end
	assign LCD_E = CLK;
	endmodule
==> flow/run.sh <==
#!/bin/bash
# OpenROAD 26Q1-2900-gdf79404cd8, Yosys 0.63+post, stock flow scripts
make -C /OpenROAD-flow-scripts/flow DESIGN_CONFIG=/design/flow/config.mk WORK_HOME=/design/flow/orfs finish
==> flow/config.mk <==
export PLATFORM = sky130hd
export DESIGN_NAME = SB
export DESIGN_NICKNAME = SB
export VERILOG_FILES = /design/flow/design.v
export SDC_FILE = /design/flow/constraint.sdc
export NUM_CORES = 4
export LEC_CHECK = 1
export CORE_UTILIZATION = 50
==> flow/constraint.sdc <==
current_design SB

set clk_period 5.4
set clk_io_pct 0.2

create_clock -name clk0 -period $clk_period [get_ports {CLK}]

set non_clock_inputs [all_inputs -no_clocks]
set_input_delay [expr $clk_period * $clk_io_pct] -clock clk0 $non_clock_inputs
set_output_delay [expr $clk_period * $clk_io_pct] -clock clk0 [all_outputs]
==> job_summary.md <==
### Metrics collected by this job

| Metric | Value |
|---|---|
| Status | `finished clean` |
| Hold slack final | `0.4898 ns` |
| Largest net degree at the start of global routing | `51` |
| Top Layer Used | `met4` |
| Vias per cell | `5.613` |
| Worst slack at placement | `1.253 ns` |
| CP arrival | `3.31 ns` |
| Remaining DRCs | `0` |
| All-Layer GR Usage | `between 20% and 30%` |
| Die Ht | `79.22 um` |
| Cell area after layout | `roughly 3300 um^2` |
| GRT overflow | `0` |
| Power Internal | `0.0005769 W` |
| Placed Area | `3172 um^2` |
| Switching part of the total | `19.38%` |
| Slowest stage cell on the critical path | `clkdlybuf4s50_1` |
| Routed met3 length | `215 um` |
| Logic pwr share | `about 1.8%` |
| Number of fill cells in the layout | `slightly below 500` |
| Post-Synthesis Cell Area | `between 2000 and 3000 um^2` |
| Hold Fails Final Rpt | `0` |
| Ratio of cells with drive above 1 in the final layout | `about a fifth` |
| Max Cap Violations | `0` |
| CP max stage delay | `0.38 ns` |
| # rows | `27` |
| Synth Register Bits | `50` |
| HP Class | `reg -> reg` |
| Synth unique cells | `around 57` |
| VDD IR max | `0.1568 mV` |
| Final Setup Violations | `0` |
| Slew @ Worst Pin | `0.6201 ns` |
| DRT iter0 DRCs | `100` |
| Post-synth EDFFs | `0` |
| Gpl congestion | `0.8874` |
| Chip Area, Yosys | `2982 um^2` |
| Die width | `79.22 um` |
| Synth Seq Share | `42.09%` |
| Most frequent CP cell | `clkbuf_8` |
| Drt pass-1 iters | `4` |
| Kind of critical path | `clk -> out` |
| RSZ-0062 raised after global routing | `false` |
| Hold-fix buffers, CTS | `0` |
| Worst skew pair latency | `around 0.40 ns` |
| Starting Density | `between 50% and 60%` |
| Worst-path clk slew | `0.08 ns` |
| Setup_tns | `0 ns` |
| Tool warning count | `30` |
| Ant diodes | `0` |
| Crit-path leading delay family | `buffers and inverters` |
| Post-DRT Antenna Nets | `0` |
| M1 wire length | `roughly 3.2 mm` |
| Final WS setup | `approximately 1 ns` |
| Req. time, crit path | `4.32 ns` |
| Worst setup EP type | `output port` |
| Yosys cell count | `314` |
| IO Port Bufs | `18` |
| WL met2 | `2.381 mm` |
| Critical Path Fanout Max | `2` |
| Syn_area_per_cell | `9.496 um^2` |
| Dpl hpwl | `4.145 mm` |
| Pleak | `~1.4 nW` |
| Main flop type | `dfrtp_1` |
| Power density cells | `215.6 nW/um^2` |
| Clk_skew | `0.008142 ns` |
| Post-synth ARST share | `100.0%` |
| Final Max Tran Viols | `0` |
| Drt wl/cell | `14.84 um` |
| Via count | `2251` |
| Max_slew headroom | `58.66%` |
| Net switching power | `approximately 0.00014 W` |
| Clock power frac | `between 40% and 50%` |
| Sequential Power Share | `a little over half` |
| Die Size | `6276 um^2` |
| Post-cts resize count | `0` |
| WP buf/inv | `3` |
| Initial antenna violation count | `0` |
| Critical Path, Cell by Cell | `clkbuf_8 -> clkbuf_8 -> clkdlybuf4s50_1` |
| Io pins | `19` |
| Area Growth Syn to Fin | `11.33%` |
| Postcts setup bufs | `0` |
| First-pass GRT wire length | `10.32 mm` |
| Syn. warnings | `1` |
| Wirelength, routed | `5.951 mm` |
| Placeable Area | `5642 um^2` |
| Post-layout total power | `0.0007156 W` |
| Crit path launch type | `clock port` |
| Vias in the first global route | `2085` |
| Cells after synthesis | `between 300 and 400` |
| TritonCTS clock tree | `yes` |
-- power by group through the flow --
stage	clock network (W)	logic [W]	registers (W)
after global routing	0.000355	0.0000150	0.000374
after CTS	0.000337	0.0000138	0.000374
final	0.000329	0.0000127	0.000374
-- final timing paths --
kind,startpoint,endpoint,slack [ns],depth (start not counted)
max,CLK,LCD_E,1.01,3
min,STATE[0]$_DFF_PP1_,STATE[0]$_DFF_PP1_,0.49,1
max reg2reg,CNT[0]$_DFF_PP0_,CNT[21]$_DFF_PP0_,2.76,8
min reg2reg,STATE[0]$_DFF_PP1_,STATE[0]$_DFF_PP1_,0.49,1
max in group asynchronous,RESETN,STATE[3]$_DFF_PP0_,3.83,3
min in group asynchronous,RESETN,LCD_DATA[6]$_DFF_PP0_,1.14,3
-- layer usage --
layer,global-route usage (%),vias up
met1,38.30,1065
met2,28.36,40
met3,2.917,8
met4,3.818,0
met5,0,-
li1,-,1138
-- registers in the layout, summed over array words and instances, names as in the netlist, named ones only --
name,cells
LCD_RS,1
CNT,32
LCD_DATA,8
LCD_RW,1
STATE,5
-- area by class of cell --
type / instances / area (um^2) / area share (%)
Clock buffer: 11 / 127.6 / 3.845
Clock inverter: 1 / 30.03 / 0.9046
Inverter: 14 / 52.55 / 1.583
Multi-Input combinational cell: 233 / 1572 / 47.34
Sequential cell: 50 / 1255 / 37.81
Tap cell: 72 / 90.09 / 2.714
Timing Repair Buffer: 20 / 192.7 / 5.805
-- placed cells by master (no fill, tap or decap), drive strengths merged, types with 3 or more instances in the layout --
master          n
a21o            3
a21oi          12
a31oi           6
and3            7
and4            7
buf             3
clkbuf         10
clkdlybuf4s50  18
dfrtp          47
dfstp           3
ha              4
inv            14
mux2            3
nand2          25
nand2b          4
nand3          14
nand4           8
nor2           47
nor2b           4
nor3            9
nor4           10
o21ai          10
or3             4
xnor2          12
xor2           15
-- cells in the mapped netlist, types with 3 or more instances --
cell	number	area [um^2]
nand3_1	13	65.06
o21ai_0	6	30.03
nand2_1	24	90.09
a31oi_1	6	37.54
ha_1	4	50.05
a21oi_1	10	50.05
buf_2	7	35.03
nand4_1	7	43.79
and3_1	7	43.79
dfstp_2	3	78.83
nor3_1	9	45.04
dfrtp_1	47	1176
nor4_1	6	37.54
or3_1	4	25.02
xor2_1	15	131.4
nor4_2	3	37.54
a21o_1	3	22.52
nor2_2	32	200.2
nand2b_1	4	25.02
buf_6	3	33.78
mux2_1	3	33.78
and4_1	7	61.31
clkbuf_1	5	18.77
xnor2_1	12	105.1
nor2_1	15	56.30
inv_1	14	52.55
o21ai_1	3	15.01
nor2b_1	4	25.02
-- kinds of logic after synthesis --
| family | Yosys count | synth area share [%] |
|---|---|---|
| flops | 50 | 42.09 |
| buf+inv | 31 | 5.203 |
| fa+ha+maj | 4 | 1.679 |
| xor+xnor | 27 | 7.931 |
| compound gates | 53 | 13.22 |
| simple gates | 146 | 28.75 |
| mux | 3 | 1.133 |
-- metrics by stage --
step / cells / utilization (%)
detailed placement: 390 / 56.22
floorplan: 314 / -
global placement: 390 / 56.22
CTS: 401 / 58.84
global route: 401 / 58.84
finish: 401 / 58.84
Power is estimated from default activity; no workload was simulated.
