**design/flow/run.sh**
```bash
#!/bin/bash
# OpenROAD 26Q1-2900-gdf79404cd8, Yosys 0.63+post, stock flow scripts
make -C /OpenROAD-flow-scripts/flow DESIGN_CONFIG=/design/flow/config.mk WORK_HOME=/design/flow/orfs finish
```
**design/flow/config.mk**
```make
export PLATFORM = sky130hd
export DESIGN_NAME = final_winner
export DESIGN_NICKNAME = final_winner
export VERILOG_FILES = /design/flow/design.v
export SDC_FILE = /design/flow/constraint.sdc
export NUM_CORES = 4
export LEC_CHECK = 1
export CORE_UTILIZATION = 50
```
**design/flow/constraint.sdc**
```tcl
current_design final_winner

set clk_period 6.8
set clk_io_pct 0.2

create_clock -name clk0 -period $clk_period [get_ports {CLK}]

set non_clock_inputs [all_inputs -no_clocks]
set_input_delay [expr $clk_period * $clk_io_pct] -clock clk0 $non_clock_inputs
set_output_delay [expr $clk_period * $clk_io_pct] -clock clk0 [all_outputs]
```
**design/flow/design.v**
```verilog
module final_winner(
RESETN, CLK, LCD_E, LCD_RS, LCD_RW, LCD_DATA, winner);
input RESETN, CLK;
input winner;
output LCD_E, LCD_RS, LCD_RW;
output [7:0]LCD_DATA;
wire LCD_E;
reg LCD_RS, LCD_RW;
reg [7:0]LCD_DATA;
reg [2:0]STATE;
parameter DELAY = 3'b000,	FUNCTION_SET = 3'b001,
			ENTRY_MODE = 3'b010, DISP_ONOFF = 3'b011,
			LINE1 = 3'b100, LINE2 = 3'b101,
			DELAY_T = 3'b110, CLEAR_DISP = 3'b111;
integer CNT;
always @(posedge RESETN or posedge CLK)
begin
	if(RESETN)	STATE = DELAY;
	else
		begin
			case (STATE)
				DELAY: if(CNT==70) STATE=FUNCTION_SET;
				FUNCTION_SET: if(CNT==30) STATE=DISP_ONOFF;
				DISP_ONOFF: if(CNT==30) STATE = ENTRY_MODE;
				ENTRY_MODE: if(CNT==30) STATE=LINE1;
				LINE1: if(CNT==20) STATE=LINE2;
				LINE2: if(CNT==20) STATE=DELAY_T;
				DELAY_T: if(CNT==400) STATE = CLEAR_DISP;
				CLEAR_DISP: if(CNT==200) STATE=LINE1;
				default: STATE=DELAY;
			endcase
		end
end
always @(posedge RESETN or posedge CLK)
begin
	if(RESETN) CNT = 0;
	else
		begin
			case(STATE)
				DELAY: if(CNT>=70) CNT = 0;
						else CNT = CNT+1;
				FUNCTION_SET: if(CNT>=30) CNT = 0;
									else CNT = CNT + 1;
				DISP_ONOFF: if(CNT>=30) CNT = 0;
								else CNT = CNT+1;
				ENTRY_MODE: if(CNT>=30) CNT = 0;
								else CNT = CNT+1;
				LINE1: if(CNT>=20) CNT = 0;
								else CNT = CNT+1;
				LINE2: if(CNT>=20) CNT = 0;
								else CNT = CNT+1;
				DELAY_T: if(CNT>=400) CNT = 0;
								else CNT = CNT+1;
				CLEAR_DISP: if(CNT>=200) CNT = 0;
								else CNT = CNT+1;
				default: CNT=0;
			endcase
		end
end
always @(posedge RESETN or posedge CLK)
begin
	if(RESETN) begin
		LCD_RS = 1'b1;
		LCD_RW = 1'b1;
		LCD_DATA = 8'b00000000;
		end
	else begin
		case(STATE)
			FUNCTION_SET: begin
				LCD_RS = 1'b0; LCD_RW = 1'b0;
				LCD_DATA = 8'b00111100;
				end
			DISP_ONOFF: begin
				LCD_RS = 1'b0; LCD_RW = 1'b0;
				LCD_DATA = 8'b00001100;
				end
			ENTRY_MODE: begin
				LCD_RS = 1'b0; LCD_RW = 1'b0;
				LCD_DATA = 8'b00000110;
				end
			LINE1: begin
				LCD_RW = 1'b0;
				case(CNT)
					0:begin
						LCD_RS = 1'b0; LCD_DATA = 8'b10000000;
						end
					1:begin
						LCD_RS = 1'b1; LCD_DATA = 8'b10000000;
						end
					2:begin
						LCD_RS = 1'b1; LCD_DATA = 8'b10000000;
						end
					3:begin
						LCD_RS = 1'b1; LCD_DATA = 8'b10000000;
						end
					4:begin
						LCD_RS = 1'b1; LCD_DATA = 8'b01010000;
						end
					5:begin
						LCD_RS = 1'b1; LCD_DATA = 8'b01101100;
						end
					6:begin
						LCD_RS = 1'b1; LCD_DATA = 8'b01100001;
						end
					7:begin
						LCD_RS = 1'b1; LCD_DATA = 8'b01111001;
						end
					8:begin
						LCD_RS = 1'b1; LCD_DATA = 8'b01100101;
						end
					9:begin
						LCD_RS = 1'b1; LCD_DATA = 8'b01110010;
						end
					10:begin
                    if ((winner == 1'b0)) begin  
                        LCD_RS = 1'b1; LCD_DATA = 8'b00110001;
							end
                    else if ((winner == 1'b1)) begin  
                        LCD_RS = 1'b1; LCD_DATA = 8'b00110010;
							end												
                    else begin  
								LCD_RS = 1'b1; LCD_DATA = 8'b10000000;
							end
						end
					11:begin
						LCD_RS = 1'b1; LCD_DATA = 8'b10000000;
						end
					12:begin
						LCD_RS = 1'b1; LCD_DATA = 8'b01101001;
						end
					13:begin
						LCD_RS = 1'b1; LCD_DATA = 8'b01110011;
						end
					14:begin
						LCD_RS = 1'b1; LCD_DATA = 8'b10000000;
						end
					15:begin
						LCD_RS = 1'b1; LCD_DATA = 8'b10000000;
						end
					16:begin
						LCD_RS = 1'b1; LCD_DATA = 8'b10000000;
						end
					default:begin
						LCD_RS = 1'b1; LCD_DATA = 8'b10000000;
						end
					endcase
				end
			LINE2: begin
				LCD_RW = 1'b0;
				case(CNT)
					0:begin
						LCD_RS = 1'b0; LCD_DATA = 8'b11000000;
					end
					1:begin
						LCD_RS = 1'b1; LCD_DATA = 8'b10000000;
					end
					2:begin
						LCD_RS = 1'b1; LCD_DATA = 8'b10000000;
						end
					3:begin
						LCD_RS = 1'b1; LCD_DATA = 8'b10000000;
						end
					4:begin
						LCD_RS = 1'b1; LCD_DATA = 8'b01110100;
						end
					5:begin
						LCD_RS = 1'b1; LCD_DATA = 8'b01101000;
						end
					6:begin
						LCD_RS = 1'b1; LCD_DATA = 8'b01100101;
						end
					7:begin
						LCD_RS = 1'b1; LCD_DATA = 8'b10000000;
						end
					8:begin
						LCD_RS = 1'b1; LCD_DATA = 8'b01110111;
						end
					9:begin
						LCD_RS = 1'b1; LCD_DATA = 8'b01101001;
						end
					10:begin
						LCD_RS = 1'b1; LCD_DATA = 8'b01101110;
						end
					11:begin
						LCD_RS = 1'b1; LCD_DATA = 8'b01101110;
						end
					12:begin
						LCD_RS = 1'b1; LCD_DATA = 8'b01100101;
						end
					13:begin
						LCD_RS = 1'b1; LCD_DATA = 8'b01110010;
						end
					14:begin
						LCD_RS = 1'b1; LCD_DATA = 8'b00100001;
						end
					15:begin
						LCD_RS = 1'b1; LCD_DATA = 8'b10000000;
						end
					16:begin
						LCD_RS = 1'b1; LCD_DATA = 8'b10000000;
						end
					default:begin
						LCD_RS = 1'b1; LCD_DATA = 8'b10000000;
						end
					endcase
				end
			DELAY_T:begin
				LCD_RS = 1'b0; LCD_RW=1'b0;
				LCD_DATA = 8'b00000010;
				end
			CLEAR_DISP:begin
				LCD_RS = 1'b0; LCD_RW=1'b0;
				LCD_DATA = 8'b00000001;
				end
			default: begin
				LCD_RS = 1'b1; LCD_RW=1'b1;
				LCD_DATA = 8'b00000000  ;
				end
			endcase
		end
	end
	assign LCD_E = CLK;
	endmodule
```
==> CHANGELOG.md <==
### Physical design

* Synth warnings at 1
* CTS tree: built
* Gp weighted congestion at 0.874
* Log Warnings at 32
* Diodes inserted at 0
* Area share, top type at 35.0%
* Cell Type Count at 56
* Layout cells sized above 1 at 20.3%
* Worst-path maximum fanout at 2
* Largest net degree at the start of global routing at 51
* # hold bufs at CTS at 0
* Crit path launch type: clock port
* CP Capture Type: output port
* Post-DRT Antenna Nets at 0
* Commonest cells in the netlist: dfrtp_1, a211oi_2, nand2_1
* Slew HR at 50.3%
* Mapped Area at 3360 sq um
* Hpwl dp at 4690 microns
* RSZ-0062 raised after global routing: no
* Delay-heaviest family, CP: buffers and inverters
* Mapped Cells at 344
* Routed WL at 7310 microns
* Synthesized area per cell at 9.77 sq um
* Final setup margin at 1430 ps
* Max-slew violations at 0
* CP cell instances: clkbuf_8, clkbuf_8, clkdlybuf4s50_1
* Critical path required time at 5440 ps
* Rows at 29
* Cts repair resizes at 0
* IO Count at 14
* Total grt overflow at 0
* Post-synth ARST share at 100%
* Buffers on Ports at 13
* Fp_density at 52.3%
* Measured slew at the worst slew-check pin at 738 ps
* Wirelength per Cell at 17.3 microns
* Vias per cell at 6.02
* Clk ins delay skew pair at 400 ps
* GR Util All Layers at 22.7%
* Slowest cell on crit path: clkdlybuf4s50_1
* Main flop type: dfrtp_1
* Status: complete, no violations
* Number of antenna violations at the first check in global routing at 0
* Setup TNS at 0 ps
* # DRC at 0
* Hold Fails Final Rpt at 0
* Maximum VDD drop at 0.106 mV
* Area leader, netlist: dfrtp_1
* Worst Skew at 4.07 ps
* Cell total in the yosys stat output at 344
* Largest cells by area: dfrtp_1, a211oi_2, xnor2_1, nand2_1, buf_6
* First-pass GRT wire length at 12500 microns
* Flip-flops with a built-in enable at 0
* Min-Delay Path Class: flip-flop to flip-flop
* Crit path buf inv count at 3
* CP most frequent cell: clkbuf_8
* Via count at 2539
* Max cap viols at 0
* WP data arrival at 4010 ps
* Area grow syn2layout at 6.55%
* CP Class: clock port to output port
* Post-CTS Setup Bufs at 0
* Number of global-route vias before repair at 2465
* First-iteration detailed-routing DRC count at 77
* Yosys top cell by instances: dfrtp_1
* Die Area at 7050 sq um
* Die W at 84.0 microns
* Worst path max stage delay at 390 ps
* Pre-CTS setup slack at 1670 ps
* Final setup viols at 0
* Clock Pin Slew Worst Setup and Hold Paths at 90 ps
* Die height at 84.0 microns
* Seq share, synth at 37.3%
* Drt pass-1 iters at 6
* Post-synth regs at 50
* Chip Area, Yosys at 3360 sq um
* Core area at 6420 sq um
* PwrDens at 149 nW/um^2
* Pleak at 0.00136 uW
==> placed cells by master, fill, tap and decap left out, types with 5 or more instances in the layout <==
cell type / instances
nor3_1: 15
clkbuf_8: 8
nor2_1: 18
clkdlybuf4s50_1: 13
a211oi_2: 30
o31ai_1: 5
nand3_1: 17
nor4_1: 10
nor4_2: 5
ha_1: 7
and4_1: 5
xnor2_1: 25
inv_1: 16
nand2_1: 30
o21ai_0: 11
dfrtp_1: 47
==> worst paths after layout <==
kind,endpoint,startpoint,depth (start not counted),slack (ps)
setup / recovery,LCD_E,CLK,3,1430
min in group asynchronous,CNT[20],RESETN,3,1440
max in group asynchronous,CNT[10],RESETN,3,4930
setup reg to reg,CNT[21],CNT[0],8,3900
hold / removal,STATE[0],STATE[0],1,490
hold reg to reg,STATE[0],STATE[0],1,490
==> state kept, by name, indices dropped and copies added, names as in the netlist, named ones only <==
name and cells:
CNT 32, LCD_DATA 8, LCD_RS 1, LCD_RW 1, STATE 5
==> layout make-up <==
type	count	area [sq um]
multi-input cells	250	1870
fillers	577	2840
flip-flops and latches	50	1250
clock buffers	9	120
inverters	17	63.8
repair buffers	16	150
well taps	77	96.3
clock inverters	3	21.3
==> per-stage QoR <==
step | hold slack (ps) | power [uW] | utilization, % | instance area (sq um) | instances
3_5_place_dp | 477 | 320 | 53.7 | 3450 | 411
5_1_grt | 511 | 559 | 55.8 | 3580 | 422
6_report | 488 | 535 | 55.8 | 3580 | 422
3_3_place_gp | 475 | 320 | 53.7 | 3450 | 411
2_1_floorplan | 466 | 314 | - | 3360 | 344
4_1_cts | 491 | 543 | 55.8 | 3580 | 422
==> report_power, final <==
group	total [uW]	internal, uW	switching [uW]
combinational	7.49	1.44	6.05
clock	230	119	111
sequential	297	297	0
total	535	418	117
==> kinds of logic after synthesis <==
| family | after synthesis | share of synthesized area, % |
|---|---|---|
| mux | 3 | 1.01 |
| flops | 50 | 37.3 |
| xor+xnor | 29 | 7.56 |
| fa+ha+maj | 7 | 2.61 |
| compound gates | 79 | 21.6 |
| buf+inv | 44 | 7.07 |
| simple gates | 132 | 22.9 |
==> metal layers <==
metal	global-route usage (%)	vias up	share of wire, %
li1	-	1254	-
met1	40.5	1249	54
met2	30.8	33	43
met3	3.21	3	2.6
met4	2.66	0	0.79
met5	0	-	0
No activity file was given, so power comes from the tool's default toggle rates.
